`flow/config.mk`:
```
export PLATFORM = sky130hd
export DESIGN_NAME = sequential_sobel
export DESIGN_NICKNAME = sequential_sobel
export VERILOG_FILES = /design/flow/design.v
export SDC_FILE = /design/flow/constraint.sdc
export NUM_CORES = 4
export LEC_CHECK = 1
export CORE_UTILIZATION = 50
```
`flow/constraint.sdc`:
```
current_design sequential_sobel

set clk_period 5.6
set clk_io_pct 0.2

create_clock -name clk0 -period $clk_period [get_ports {clk}]

set non_clock_inputs [all_inputs -no_clocks]
set_input_delay [expr $clk_period * $clk_io_pct] -clock clk0 $non_clock_inputs
set_output_delay [expr $clk_period * $clk_io_pct] -clock clk0 [all_outputs]
```
`flow/design.v`:
```
`timescale 1ns / 1ps
module sequential_sobel(
    input [7:0] current_in,
    input [7:0] left_in, right_in,
    input [9:0] left_intermediate, right_intermediate,
    output [9:0] current_intermediate,
    output reg[7:0] sobel_out,
    input clk
    );
    wire [9:0] sobel_X_out, sobel_Y_out;
    reg [9:0] sobel_X_reg, sobel_Y_reg;
    reg [10:0] sobel_reg;
    sequential_sobel_X X_filter(.current_in(current_in), .left_intermediate(left_intermediate), .right_intermediate(right_intermediate), 
      .current_intermediate(current_intermediate), .sobel_X_out(sobel_X_out), .clk(clk));
    sequential_sobel_Y Y_filter(.current_in(current_in), .left_in(left_in), .right_in(right_in), .sobel_Y_out(sobel_Y_out), .clk(clk));
    always @(posedge clk) begin
        sobel_X_reg <= sobel_X_out;
        sobel_Y_reg <= sobel_Y_out;
        sobel_reg <= sobel_X_reg + sobel_Y_reg;
        sobel_out <= sobel_reg[10]?8'd255:sobel_reg[9:2];
    end
endmodule
`timescale 1ns / 1ps
module sequential_sobel_X(
    input [7:0] current_in,
    input [9:0] left_intermediate,
    input [9:0] right_intermediate,
    output reg [9:0] current_intermediate,
    output [9:0] sobel_X_out,
    input clk
    );
    reg [7:0] shift_add_reg [1:0];
    reg [9:0] add_reg;
    reg [10:0] sobel_X_signed;
    always @(posedge clk) begin
        shift_add_reg[0] <= current_in;
        shift_add_reg[1] <= shift_add_reg[0];
        add_reg <= current_in + shift_add_reg[1];
        current_intermediate <= add_reg + {shift_add_reg[1], 1'b0};
        sobel_X_signed <= right_intermediate - left_intermediate;
    end
    assign sobel_X_out = sobel_X_signed[10]?~sobel_X_signed[9:0]+1:sobel_X_signed[9:0];
endmodule
`timescale 1ns / 1ps
module sequential_sobel_Y(
    input [7:0] current_in,
    input [7:0] left_in,
    input [7:0] right_in,
    output [9:0] sobel_Y_out,
    input clk
    );
    reg [8:0] current_in_shifted;
    reg [8:0] left_right_add;
    reg [9:0] add_reg [2:0];
    reg[10:0] sobel_Y_reg;
    always @ (posedge clk)begin
        left_right_add <= left_in + right_in;
        current_in_shifted <= {current_in, 1'b0};
        add_reg[0] <= current_in_shifted + left_right_add;
        add_reg[1] <= add_reg[0];
        add_reg[2] <= add_reg[1];
        sobel_Y_reg <= add_reg[2] - add_reg[0];
    end
    assign sobel_Y_out = (sobel_Y_reg[10]==1)?~sobel_Y_reg[9:0]+1:sobel_Y_reg[9:0];
endmodule
```
`flow/run.sh`:
```
#!/bin/bash
# OpenROAD 26Q1-2900-gdf79404cd8, Yosys 0.63+post, stock flow scripts
make -C /OpenROAD-flow-scripts/flow DESIGN_CONFIG=/design/flow/config.mk WORK_HOME=/design/flow/orfs finish
```
==> summary.txt <==
On the backend side, the flow ran end to end.

STA lists the startpoint of the worst register-to-register path as Y_filter.add_reg[2][0]$_DFF_P_. The depth of the CTS H-tree stands at 4. The starting DRC count in detailed routing stands at 60. The number of logged tool warnings stands at 26. The highest fanout seen on the critical path stands at 2. The count of yosys warnings during synthesis stands at 5. The count of unique library cells instantiated by Yosys stands at between 40 and 50.

CTS placed an instance of sky130_fd_sc_hd__clkbuf_8 at the clock tree root. The first-pass GRT wire length stands at 14300 um. After Yosys synthesis, AND-OR and OR-AND compound gates account for 12.6% of the synthesized area. The clock net sink count stands at roughly 130. Hold timing on the final database bottoms out at a slack of 0.324 ns. The fraction of the core area occupied by cells at floorplan stands at 52.2%.

Looking at the max-slew report, the worst-margin pin has a slew of 0.404 ns. The critical path's slowest stage uses the library cell sky130_fd_sc_hd__clkdlybuf4s50_1. The die outline area stands at 11300 sq um.

The run finished with clean final reports. Before any placement, the netlist area is recorded as 5440 sq um. The delay of the slowest critical-path stage stands at between 0.4 and 0.5 ns. The worst endpoint data arrival time stands at about 3.1 ns. For reference, the clock transition at the flip-flops on the worst setup and hold paths is approximately 0.060 ns. The ratio of cells with drive above 1 in the final layout stands at 7.76%. The routed design could run at a clock period as short as 2.68 ns.

The average wire per cell in the routed design stands at ~11 um. The proportion of register bits with asynchronous set or reset after synthesis stands at 0%. The cell total in the yosys stat output stands at roughly 500. Per STA, the worst path is made up of clkdlybuf4s50_1 > ha_1 > fa_1 > a21o_1 > a21oi_1 > nor2_1 > a211oi_1 > xnor2_1. Overall power consumption after layout is estimated at approximately 3.7 mW.

The post-cts gate resize count stands at 0. The maximum operating frequency stands at 373 MHz. In this run the worst hold path is classified as reg -> reg. The register with the most flip-flops in the layout has 30 of them. The total DRC errors in the routed layout stands at 0. For this run the detailed placement stage logged an HPWL of between 6000 and 7000 um. The post-synthesis share of cell area spent on xor and xnor gates stands at between 9 and 10%. Measured along the x axis, the die boundary spans 106 um. The worst setup path is launched from an input port. The quantity of hold-fixing buffers added after cts stands at 0. The count of max-cap constraint violations stands at 0. Total global-route track usage over all layers is 16.2%. Sequential cells were found to cover between 40% and 50% of the synthesized design area. The commonest cells after synthesis are 133 x sky130_fd_sc_hd__dfxtp_1, 63 x sky130_fd_sc_hd__ha_1, 38 x sky130_fd_sc_hd__xnor2_1. The accumulated negative setup slack stands at 0 ns. The I/O pin count stands at approximately 63. For the worst-skew pair, the clock arrives at the later sink with an insertion delay of 0.50 ns. The worst register-to-register path ends at Y_filter.sobel_Y_reg[8]$_DFF_P_. The initial antenna violation count stands at 0.

The via count of the first global-routing pass stands at 3362. After synthesis, the share of cell area in mux cells is 0%. After Yosys synthesis, and, or, nand and nor cells account for 9.14% of the synthesized area. TritonCTS built the clock tree. The stat command in Yosys gives a chip area of between 5000 and 6000 sq um. In the post-synthesis netlist, the cell with the most instances is sky130_fd_sc_hd__dfxtp_1. Per the GRT congestion report, total overflow comes to 0.

Looking at the cell usage after synthesis, the top flip-flop cell is sky130_fd_sc_hd__dfxtp_1. The total wirelength of the detailed-routed design stands at 8100 um. The number of diodes added for antenna fixing stands at 0.

The worst hold path passes through 0 cells. The count of input and output buffers stands at 62. sky130_fd_sc_hd__dfxtp_1 takes more of the synthesized area than any other cell. The worst-case vdd ir drop stands at 0.301 mV. Counting endpoints that fail hold in the final report gives 0. Across all checked pins, the minimum headroom to the slew limit is 72.8%. The number of cell instances on the worst register-to-register path stands at 9. The worst setup path is captured at a flop. The fraction of the mapped netlist area in adder cells stands at ~17%. The detail-routed via count per cell stands at ~4.9. The signed area change from the synthesized netlist to the final layout stands at 25.4%. Hold analysis lists the worst path endpoint as Y_filter.add_reg[2][4]$_DFF_P_. The end-of-flow timing check tallies setup violations at 0. The maximum number of pins on one net before global-route repair stands at 17.

The cell row count stands at 37. Grouping non-sequential cells by family puts the most area in adder cells. Across the routed clock network, the largest skew measured is 0.00517 ns. The total of fill cells in the finished design stands at 794. The number of buffers between clock root and the deepest sink stands at 2.

The flop and latch count out of synthesis stands at 133. Setup repair after global routing left no endpoint under its margin. The data required time of the critical path stands at approximately 6.0 ns. The final clock period utilization by the worst path stands at 47.9%.

Synthesis produced 502 cells. The mean cell area of the mapped netlist stands at 10.8 sq um. The slack of the worst reg-to-reg path stands at 3.58 ns. From bottom edge to top edge, the die measures 106 um. The count of flip-flops with a built-in enable after synthesis stands at 0. The launch point of the worst min-delay path is recorded as Y_filter.add_reg[1][4]$_DFF_P_. The leakage power total stands at a little over 3 nW. The first TritonRoute pass finished after 4 iterations. The number of clock buffers inserted by TritonCTS stands at 17. For reference, the final report shows the max-slew violation count at 0. After clock tree synthesis, the setup repair step added 0 buffers. The ratio of total power to cell area stands at 548 nW/um^2. Per the gpl log, the routability congestion estimate is 0.843. The worst setup path is of the in -> reg kind.

Sorting the synthesized cells by area gives the leading types as sky130_fd_sc_hd__dfxtp_1 49%, sky130_fd_sc_hd__ha_1 14%, sky130_fd_sc_hd__xnor2_1 6.1%, sky130_fd_sc_hd__xor2_1 3.9%, sky130_fd_sc_hd__a21oi_1 3.1%. In this run the biggest area consumer among cell types represents 49.0% of the synthesized area. The routed layout has 3608 vias. The final antenna-violating net count stands at 0. The placeable core area stands at about 10000 sq um.
per-layer routing:
layer | track usage, % | share of wire [%] | vias up | routed length, um
met5 | 0 | 0 | - | 0
met2 | 27.8 | 49 | 62 | 3950
met1 | 21.6 | 45 | 1627 | 3640
met4 | 3.37 | 2.3 | 0 | 189
li1 | - | - | 1905 | -
met3 | 3.50 | 4.0 | 14 | 321
layout by cell type (no fill, tap or decap), types with 5 or more instances in the layout:
master / Yosys / routed
sky130_fd_sc_hd__a21o_1: 13 / 13
sky130_fd_sc_hd__a21oi_1: 34 / 34
sky130_fd_sc_hd__a31oi_1: 5 / 5
sky130_fd_sc_hd__clkbuf_16: 0 / 16
sky130_fd_sc_hd__clkbuf_8: 0 / 5
sky130_fd_sc_hd__clkdlybuf4s50_1: 0 / 62
sky130_fd_sc_hd__dfxtp_1: 133 / 133
sky130_fd_sc_hd__fa_1: 6 / 6
sky130_fd_sc_hd__ha_1: 63 / 63
sky130_fd_sc_hd__inv_1: 36 / 36
sky130_fd_sc_hd__nand2_1: 22 / 22
sky130_fd_sc_hd__nand2b_1: 6 / 6
sky130_fd_sc_hd__nand3_1: 8 / 8
sky130_fd_sc_hd__nor2_1: 15 / 15
sky130_fd_sc_hd__nor3_1: 12 / 12
sky130_fd_sc_hd__o21ai_0: 16 / 16
sky130_fd_sc_hd__o31ai_1: 8 / 8
sky130_fd_sc_hd__or2_2: 12 / 12
sky130_fd_sc_hd__xnor2_1: 38 / 38
sky130_fd_sc_hd__xor2_1: 24 / 24
cell families (layout without fill, tap and decap cells):
kind of cell | after synthesis | count (layout)
XOR/XNOR | 62 | 62
flip-flops | 133 | 133
AND-OR/OR-AND | 103 | 103
AND/OR/NAND/NOR | 97 | 97
buffers and inverters | 38 | 129
adder cells (fa/ha/maj) | 69 | 69
power by group:
part           internal [mW]  leakage, nW  switching [mW]  total (mW)
logic                  0.659         1.62           0.554        1.21
clock network          0.721        0.286           0.366        1.09
registers               1.30         1.12           0.137        1.44
area by class of cell:
cell class              count  area, sq um  share of cell area (%)
clock buffers              23          477                    6.99
clock inverters             8          123                    1.80
inverters                  36          135                    1.98
multi-input cells         331         2630                    38.6
flip-flops and latches    133         2660                    39.0
well taps                 136          170                    2.50
repair buffers             62          621                    9.10
how the worst max path moves through the flow:
stage,startpoint,end,slack (ns),depth (start not counted)
global route,current_in[0],X_filter.add_reg[6]$_DFF_P_,2.81,8
CTS,current_in[0],X_filter.add_reg[6]$_DFF_P_,2.93,8
finish,current_in[0],X_filter.add_reg[6]$_DFF_P_,2.92,8
through the flow:
stage | cell area (sq um) | setup WS [ns] | utilization (%) | cells
final | 6820 | 2.92 | 65.5 | 729
after global routing | 6820 | 2.81 | 65.5 | 729
after CTS | 6820 | 2.93 | 65.5 | 729
after detailed placement | 6220 | 2.42 | 59.7 | 698
after global placement | 6220 | 2.46 | 59.7 | 698
after floorplan | 5440 | 2.98 | - | 502
critical path, delay by kind of cell:
family	cells	cell delay, ns
buffers and inverters	1	0.43
adders and majority gates	2	0.64
and+or+nand+nor	1	0.11
AOI/OAI and AO/OA	3	0.68
xor gates and xnor gates	1	0.14
Power is estimated from default activity; no workload was simulated.
