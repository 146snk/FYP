`flow/config.mk`:
```
export PLATFORM = sky130hd
export DESIGN_NAME = color_to_grayscale
export DESIGN_NICKNAME = color_to_grayscale
export VERILOG_FILES = /design/flow/design.v
export SDC_FILE = /design/flow/constraint.sdc
export NUM_CORES = 4
export LEC_CHECK = 1
export CORE_UTILIZATION = 40
```
`flow/constraint.sdc`:
```
current_design color_to_grayscale

set clk_period 5.0
set clk_io_pct 0.2

create_clock -name clk0 -period $clk_period [get_ports {clk}]

set non_clock_inputs [all_inputs -no_clocks]
set_input_delay [expr $clk_period * $clk_io_pct] -clock clk0 $non_clock_inputs
set_output_delay [expr $clk_period * $clk_io_pct] -clock clk0 [all_outputs]
```
`flow/design.v`:
```
`timescale 1ns / 1ps
module color_to_grayscale(
    input [7:0] R_in,G_in,B_in,
    input clk,
    output [7:0] grayscale_out
    );
    reg [11:0]temp_out;
    reg [11:0]temp_Rout;
    reg [11:0]temp_Gout;
    reg [11:0]temp_Bout;
    always@(posedge clk)begin
       temp_Rout <= R_in*5;
       temp_Gout <= G_in*5;
       temp_Bout <= B_in*5;
       temp_out <= temp_Rout+temp_Gout+temp_Bout;    
    end
    assign grayscale_out = temp_out[11:4];
endmodule
```
`flow/run.sh`:
```
#!/bin/bash
# OpenROAD 26Q1-2900-gdf79404cd8, Yosys 0.63+post, stock flow scripts
make -C /OpenROAD-flow-scripts/flow DESIGN_CONFIG=/design/flow/config.mk WORK_HOME=/design/flow/orfs finish
```
==> job_summary.md <==
### Yosys + OpenROAD results

| Metric | Value |
|---|---|
| Status | `completed` |
| Crit path max-delay cell type | `clkdlybuf4s50_1` |
| CP max stage delay | `430 ps` |
| Kind of critical path | `in2reg` |
| DR WL met2 | `1882 µm` |
| Chip Area, Yosys | `0.002554 mm²` |
| EDFF count, synth | `0` |
| Die area | `0.006708 mm²` |
| Clk pin slew, worst setup/hold paths | `70 ps` |
| Fraction of layout cells with a size suffix above 1 | `3.534%` |
| Reg-to-Reg Start | `temp_Rout[3]` |
| FP Util | `42.38%` |
| Root Buffer | `clkbuf_8` |
| Yosys cell count | `244` |
| Slew @ Worst Pin | `376.2 ps` |
| Clock buffer depth | `2` |
| Most instantiated logic cells after routing | `ha_1 (46), dfxtp_1 (41), clkdlybuf4s50_1 (32)` |
| Seq cells post-synth | `41` |
| Vias after detailed routing | `1770` |
| Req. time, crit path | `5160 ps` |
| Cts hold-fix bufs | `0` |
| Ports | `33` |
| Post-synth top flop | `dfxtp_1` |
| Highest routed layer | `met4` |
| Largest net degree at the start of global routing | `12` |
| Power per cell area | `439.1 mW/mm²` |
| Worst EP arrival | `2960 ps` |
| Sequential area share after synthesis | `32.14%` |
| Hpwl dp | `3666 µm` |
| H-Tree Depth | `2` |
| Gr ovfl total | `0` |
| Slew Limit Fails | `0` |
| Initial antenna violation count | `0` |
| Final Hold Vio Count | `0` |
| Final setup skew | `5.063 ps` |
| Post-route antenna net violation count | `0` |
| First-pass GRT wire length | `7279 µm` |
| Wire length on met3 | `158 µm` |
| Part of the cycle the worst path needs | `56.00%` |
| Synth area leaders | `dfxtp_1 (32%), ha_1 (23%), fa_1 (10%)` |
| Dominant cell type by area after synthesis | `dfxtp_1` |
| F_max | `0.3571 GHz` |
| CTS Sinks | `41` |
| Log Warnings | `25` |
| DRC Markers | `0` |
| Initial DRT Pass Iterations | `4` |
| Worst path cell trace | `clkdlybuf4s50_1, ha_1, ha_1, a21o_1, a21o_1, a2111oi_0, nor4_1` |
| CP Capture Type | `flop` |
| Number of DRC markers in iteration 0 | `45` |
| Pre-CTS WS | `1881 ps` |
| Die Span Y | `81.90 µm` |
| Core Area | `0.006026 mm²` |
| Worst slew margin | `74.27%` |
| Peak supply drop | `0.0003275 V` |
| Total GRT Usage | `14.67%` |
| Synth Instances | `244` |
| Post-CTS Resized | `0` |
| Total negative slack | `0 ps` |
| Crit path launch | `B_in[2]` |
| Detailed Route WL | `4338 µm` |
| Worst skew pair latency | `280 ps` |
| P_leak | `1.379 nW` |
| RePlAce Congestion | `0.8064` |
| RSZ-0062 raised after global routing | `no` |
| Top delay family on crit path | `AND-OR/OR-AND gates` |
| M1 WL | `2263 µm` |
| P&R area growth vs syn | `19.60%` |
| Distinct lib cells used | `32` |
| CP Launch Type | `primary input` |
| CTS Buf Count | `5` |
| Mapped Area | `0.002554 mm²` |
| Max Cap Violations | `0` |
| Most used logic cell in the final layout | `ha_1` |
| Final WS setup | `2200 ps` |
| Vias/cell | `4.944` |
| Ant. Diodes | `0` |
| Final min period | `2800 ps` |
| Port bufs | `32` |
| Final setup fails | `0` |
| Vias in the first global route | `1613` |
| Synthesis Warnings | `1` |
| FFs w/ async S/R, synth | `0%` |
| # Post-CTS Setup Buffers | `0` |
| Area leader share | `32.14%` |
| Crit Path Max Fanout | `4` |
| Avg WL per Cell | `12.12 µm` |
| Worst hold start | `temp_Bout[10]` |
| Die W | `81.90 µm` |
| Std cell rows | `28` |
| Avg Cell Area, Syn | `10.47 µm²` |
| CTS tree | `done` |
| Hold Crit Class | `reg2reg` |
| CP bufs+invs | `1` |
==> cells in the mapped netlist (6+ instances only) <==
library cell  instances
a21o_1                7
a21oi_1               8
dfxtp_1              41
fa_1                 13
ha_1                 46
inv_1                28
nand2b_1              7
nor2_1               11
nor2b_1               6
nor3_1               14
o21a_1                9
xnor2_1              11
==> layout make-up <==
type	instances	area (µm²)
clock buffer	7	86.33
timing repair buffer	32	320.3
multi-input combinational	175	1628
sequential	41	820.8
fill	554	2972
tap	75	93.84
inverter	28	105.1
==> where the power goes <==
group	internal [mW]	switching (mW)	leakage [nW]
Combinational	0.354	0.334	0.990
Sequential	0.414	0.0304	0.345
Clock	0.109	0.0990	0.0443
==> metrics by stage <==
step                hold slack, ps  utilization, %  instance area, µm²  power (mW)  cells
floorplan                    584.4               -                2554      0.9563    244
global placement             677.3           49.25                2968       1.146    351
detailed placement           660.9           49.25                2968       1.145    351
CTS                          669.3           50.69                3054       1.361    358
global route                 704.5           50.69                3054       1.484    358
finish                       667.3           50.69                3054       1.341    358
==> worst min-delay path, cell delays in order, from the launching register on <==
cell and delay, ps:
dfxtp_1 320, fa_1 220, xnor2_1 80
==> state kept, by name, indices dropped and copies added (netlist names) <==
| register | cells |
|---|---|
| temp_Rout | 11 |
| temp_Bout | 11 |
| temp_Gout | 11 |
| temp_out | 8 |
==> path summary, 6_finish.rpt <==
| check | slack [ps] | cells past startpoint | end |
|---|---|---|---|
| hold reg to reg | 670 | 2 | temp_out[11] |
| hold / removal | 670 | 2 | temp_out[11] |
| setup / recovery | 2200 | 7 | temp_Bout[10] |
| setup reg to reg | 2790 | 8 | temp_out[10] |
==> cell families (layout without fill, tap and decap cells) <==
logic type	Yosys count	after routing	synth area share, %
AND-OR/OR-AND	55	55	16.86
XOR/XNOR	13	13	4.459
buffers and inverters	28	67	4.116
adder cells (fa/ha/maj)	59	59	32.73
AND/OR/NAND/NOR	48	48	9.701
flip-flops	41	41	32.14
==> per-layer routing <==
layer / vias up / global-route usage (%)
met4: 0 / 1.579
met5: - / 0
li1: 955 / -
met2: 27 / 22.73
met1: 783 / 22.32
met3: 5 / 2.818
Power figures rest on the tool's default switching activity, not on a simulated workload.
